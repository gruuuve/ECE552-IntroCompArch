### flow/config.mk
export PLATFORM = sky130hd
export DESIGN_NAME = writeBack
export DESIGN_NICKNAME = writeBack
export VERILOG_FILES = /design/flow/design.v
export SDC_FILE = /design/flow/constraint.sdc
export NUM_CORES = 4
export LEC_CHECK = 1
export CORE_AREA = 10 10 70 70
export DIE_AREA = 0 0 80 80
### flow/constraint.sdc
current_design writeBack

set clk_period 1.6
set clk_io_pct 0.2

create_clock -name clk0 -period $clk_period

set non_clock_inputs [all_inputs -no_clocks]
set_input_delay [expr $clk_period * $clk_io_pct] -clock clk0 $non_clock_inputs
set_output_delay [expr $clk_period * $clk_io_pct] -clock clk0 [all_outputs]
### flow/design.v
module mux4_1_16(InA, InB, InC, InD, S, Out);
   input [15:0] InA, InB, InC, InD;
   input [1:0] S;
   output [15:0] Out;
   quadmux4_1 m0(.InA(InA[15:12]), .InB(InB[15:12]), .InC(InC[15:12]), .InD(InD[15:12]), .S(S), .Out(Out[15:12]));
   quadmux4_1 m1(.InA(InA[11:8]), .InB(InB[11:8]), .InC(InC[11:8]), .InD(InD[11:8]), .S(S), .Out(Out[11:8]));
   quadmux4_1 m2(.InA(InA[7:4]), .InB(InB[7:4]), .InC(InC[7:4]), .InD(InD[7:4]), .S(S), .Out(Out[7:4]));
   quadmux4_1 m3(.InA(InA[3:0]), .InB(InB[3:0]), .InC(InC[3:0]), .InD(InD[3:0]), .S(S), .Out(Out[3:0]));
endmodule
module writeBack(mem_data, alu_out, pc_next, jal_en, memToReg, wr_data);
   input [15:0] mem_data, alu_out, pc_next;
   input jal_en, memToReg;
   output [15:0] wr_data;
   mux4_1_16 wr_b_mux(.InA(alu_out), .InB(mem_data), .InC(pc_next), 
	              .InD(16'bx), .S({jal_en, memToReg}), .Out(wr_data));
endmodule
module mux2_1(InA, InB, S, Out);
  input InA, InB, S;
  output Out;
  wire w1, w2, wNS;
  nand2 na1 (.in1(InB), .in2(S), .out(w1));
  not1 n1 (.in1(S), .out(wNS));
  nand2 na2 (.in1(InA), .in2(wNS), .out(w2));
  nand2 na3(.in1(w1), .in2(w2), .out(Out));
endmodule
module mux4_1(InA, InB, InC, InD, S, Out);
  input InA, InB, InC, InD;
  input [1:0] S;
  output Out;
  wire out1, out2;
  mux2_1 mux1 (.InA(InA), .InB(InB), .S(S[0]), .Out(out1));
  mux2_1 mux2 (.InA(InC), .InB(InD), .S(S[0]), .Out(out2));
  mux2_1 mux3 (.InA(out1), .InB(out2), .S(S[1]), .Out(Out));
endmodule
module nand2 (in1,in2,out);
input in1,in2;
output out;
assign out = ~(in1 & in2);
endmodule
module not1 (in1,out);
input in1;
output out;
assign out = ~in1;
endmodule
module quadmux4_1(InA, InB, InC, InD, S, Out);
  input [3:0] InA, InB, InC, InD;
  input [1:0] S;
  output [3:0] Out;
  mux4_1 m3(InA[3], InB[3], InC[3], InD[3], S, Out[3]);
  mux4_1 m2(InA[2], InB[2], InC[2], InD[2], S, Out[2]);
  mux4_1 m1(InA[1], InB[1], InC[1], InD[1], S, Out[1]);
  mux4_1 m0(InA[0], InB[0], InC[0], InD[0], S, Out[0]);
endmodule 
### flow/run.sh
#!/bin/bash
# OpenROAD 26Q1-2900-gdf79404cd8, Yosys 0.63+post, stock flow scripts
make -C /OpenROAD-flow-scripts/flow DESIGN_CONFIG=/design/flow/config.mk WORK_HOME=/design/flow/orfs finish
==> results.json <==
{
  "grt_setup_unrepaired": "false",
  "ys_sh_mux_pct": 28.0,
  "endpoint_kind": "output port",
  "compound_area_share_pct": 35.0,
  "whs_ps": 1040,
  "flops": 0,
  "ff_latch_area_um2": 0,
  "finalCritPeriodShare_pct": 97.4,
  "yosys-stat-cells": 56,
  "syn-cell-area_um2": 572,
  "synth-seq-area-share_pct": 0,
  "die.size.y_um": 80,
  "min_from": "jal_en",
  "critPathKind": "in2out",
  "die_w_um": 80,
  "worstPathRequired_ps": 1280,
  "hold_depth": 4,
  "final_max_slew_viol_count": 0,
  "via_count": 618,
  "powerDensity_nw_per_um2": 246,
  "drive_gt1_share_pct": 36.5,
  "cp_max_fo": 5,
  "synth.top_cell.area_share_pct": 28.0,
  "gr-total-overflow": 0,
  "utilization_pct": 35.5,
  "synth.distinct_cells": 11,
  "hpwl_mm": 1.97,
  "syn_avg_cell_area_um2": 10.2,
  "grt_pass1_wl_mm": 3.62,
  "warnings": 32,
  "worst_slew_pin_slew_ps": 190,
  "core_um2": 3420,
  "wire_per_inst_um": 14.4,
  "p_leak_nw": 0.511,
  "num_rows": 21,
  "dr.pass1.iters": 2,
  "cap_violations": 0,
  "period_needed_ps": 1560,
  "boundaryPins": 66,
  "fp_util_pct": 16.7,
  "hold_end": "wr_data[14]",
  "fmax_mhz": 642,
  "setup_violations": 0,
  "top_cells_by_count": "buf_4, mux2i_1, o2bb2ai_2, o2bb2ai_1, buf_6",
  "grt_max_degree": 13,
  "place.port_buffers": 66,
  "fa_ha_area_share_pct": 0,
  "ctsHoldBuffers": 0,
  "crit_arrival_ps": 1240,
  "ant_nets": 0,
  "ys_sh_xor_pct": 0,
  "wl_mm": 2.32,
  "dieArea_um2": 6400,
  "synth_cells": 56,
  "grt_antenna_before_repair": 0,
  "ys_warn_count": 0,
  "viasPerCell": 3.84,
  "yosys_area_um2": 572,
  "topCellsByArea": "mux2i_1, o2bb2ai_2, buf_4",
  "drc": 0,
  "hold_viol": 0,
  "grt_pass1_vias": 722,
  "drtIter0Drc": 5,
  "max_slew_margin_pct": 87.0,
  "area_delta_synth_final_pct": 112,
  "totalPowerFinal_mw": 0.298,
  "simple_gate_share_pct": 3.06,
  "clock_buffers": 0,
  "gp_congestion": 0.769,
  "n_antenna_cell": 0,
  "grt_use_total_pct": 6.84,
  "worstSetupStartpointType": "input port",
  "yosysTopAreaCell": "mux2i_1",
  "holdCritPathClass": "in2out",
  "status": "complete, no violations",
  "logic_family": "AND-OR/OR-AND gates",
  "cp-startpoint": "memToReg",
  "ir_drop_uv": 58.3
}
how the worst max path moves through the flow:
stage / endpoint
4_1_cts: wr_data[11]
5_1_grt: wr_data[0]
6_report: wr_data[0]
cell type report:
cell class                      instances  area (µm²)
Timing Repair Buffer                   81         772
Fill cell                             356        2200
Tap cell                               46        57.6
Multi-Input combinational cell         34         382
through the flow:
stage	area [µm²]	setup TNS (ps)	setup WS (ps)	instances
after floorplan	572	0	260	56
after global placement	1170	-8690	-612	153
after detailed placement	1170	-8660	-605	153
after CTS	1260	0	4.86	162
after global routing	1210	0	0.243	161
final	1210	0	42.0	161
worst max-delay path: stages:
cell	delay, ps
buf_6	100
buf_6	110
nor2b_4	120
buf_6	110
buf_6	90
buf_12	110
o2bb2ai_2	90
clkdlybuf4s15_1	190
metal layers:
metal  vias to the layer above  part of all wire [%]  GRT usage (%)
met5                         -                     0              0
met4                         0                     0              0
met3                         0                   7.2           1.59
met2                        27                    55           12.8
met1                       278                    38           8.12
li1                        313                     -              -
cell families after synthesis:
logic type,Yosys count
buffers and inverters,22
AND/OR/NAND/NOR,2
AND-OR/OR-AND,16
multiplexers,16
where the power goes:
| group | switching [mW] | internal (mW) |
|---|---|---|
| registers | 0 | 0 |
| logic | 0.0840 | 0.214 |
| clock network | 0 | 0 |
timing repair:
item | CTS | global route
pin swaps | 1 | 0
cloned | 1 | 0
gates resized | 56 | 9
setup endpoints to repair | 16 | 9
endpoints found under the hold margin | 0 | 0
setup buffers | 9 | 0
placed cells by master, fill, tap and decap left out:
| cell type | n |
|---|---|
| clkdlybuf4s50_1 | 48 |
| mux2i_1 | 15 |
| o2bb2ai_2 | 10 |
| buf_2 | 9 |
| buf_6 | 9 |
| o2bb2ai_1 | 5 |
| clkbuf_2 | 5 |
| buf_4 | 4 |
| clkdlybuf4s15_1 | 3 |
| buf_12 | 3 |
| nor2b_4 | 1 |
| nand2_1 | 1 |
| o22ai_1 | 1 |
| mux2i_2 | 1 |
Power and IR drop assume default switching activity.
