### flow/config.mk
export PLATFORM = sky130hd
export DESIGN_NAME = fulladder16
export DESIGN_NICKNAME = fulladder16
export VERILOG_FILES = /design/flow/design.v
export SDC_FILE = /design/flow/constraint.sdc
export NUM_CORES = 4
export LEC_CHECK = 1
export CORE_AREA = 10 10 70 70
export DIE_AREA = 0 0 80 80
### flow/constraint.sdc
current_design fulladder16

set clk_period 14.2
set clk_io_pct 0.2

create_clock -name clk0 -period $clk_period

set non_clock_inputs [all_inputs -no_clocks]
set_input_delay [expr $clk_period * $clk_io_pct] -clock clk0 $non_clock_inputs
set_output_delay [expr $clk_period * $clk_io_pct] -clock clk0 [all_outputs]
### flow/design.v
module nand2 (in1,in2,out);
input in1,in2;
output out;
assign out = ~(in1 & in2);
endmodule
module fulladder(A, B, Cin, S, Cout);
  input A, B, Cin;
  output S, Cout;
  wire w1, w2, w3;
  xor2 x1(.in1(A), .in2(B), .out(w1));
  xor2 x2(.in1(w1), .in2(Cin), .out(S));
  nand2 na1(.in1(A), .in2(B), .out(w2));
  nand2 na2(.in1(Cin), .in2(w1), .out(w3));
  nand2 na3(.in1(w3), .in2(w2), .out(Cout));
endmodule
module fulladder16(A, B, SUM, CO);
  input [15:0] A, B;
  output [15:0] SUM;
  output CO;
  wire co1, co2, co3;
  fulladder4 fa3(.A(A[15:12]), .B(B[15:12]), .CI(co3), .SUM(SUM[15:12]), .CO(CO));
  fulladder4 fa2(.A(A[11:8]), .B(B[11:8]), .CI(co2), .SUM(SUM[11:8]), .CO(co3));
  fulladder4 fa1(.A(A[7:4]), .B(B[7:4]), .CI(co1), .SUM(SUM[7:4]), .CO(co2));
  fulladder4 fa0(.A(A[3:0]), .B(B[3:0]), .CI(1'b0), .SUM(SUM[3:0]), .CO(co1));
endmodule
module fulladder4(A, B, CI, SUM, CO);
  input [3:0] A, B;
  input CI;
  output [3:0] SUM;
  output CO;
  wire c1, c2, c3;
  fulladder fa3(.A(A[3]), .B(B[3]), .Cin(c3), .S(SUM[3]), .Cout(CO));
  fulladder fa2(.A(A[2]), .B(B[2]), .Cin(c2), .S(SUM[2]), .Cout(c3));
  fulladder fa1(.A(A[1]), .B(B[1]), .Cin(c1), .S(SUM[1]), .Cout(c2));
  fulladder fa0(.A(A[0]), .B(B[0]), .Cin(CI), .S(SUM[0]), .Cout(c1));
endmodule
module xor2 (in1,in2,out);
input in1,in2;
output out;
assign out = in1 ^ in2;
endmodule
### flow/run.sh
#!/bin/bash
# OpenROAD 26Q1-2900-gdf79404cd8, Yosys 0.63+post, stock flow scripts
make -C /OpenROAD-flow-scripts/flow DESIGN_CONFIG=/design/flow/config.mk WORK_HOME=/design/flow/orfs finish
==> impl_metrics.json <==
{
  "outcome": "completed",
  "path_max_fanout": 1,
  "clock_buffer_count": 0,
  "yosys-stat-cells": 37,
  "final_core_utilization": 0.258,
  "layout.sequential_cells": 0,
  "crit_path_start_kind": "input port",
  "unrepaired_setup_endpoints_after_global_routing": "false",
  "grt_max_degree": 2,
  "final_max_slew_viol_count": 0,
  "seq_area_frac_synth": 0,
  "dieHeight_um": 80,
  "dp_hpwl_um": 1430,
  "via_count_of_the_first_global_routing_pass": 417,
  "grt_first_pass_wirelength_um": 2080,
  "initial_antenna_violation_count": 0,
  "first_iter_violations": 1,
  "layout-area-overhead-vs-synth_pct": 94.7,
  "top_cells_by_count": "sky130_fd_sc_hd__buf_4 (16), sky130_fd_sc_hd__fa_1 (15), sky130_fd_sc_hd__inv_1 (5), sky130_fd_sc_hd__ha_1 (1)",
  "cts_hold_buf": 0,
  "timing.setup.tns_ns": 0,
  "drt-wirelength-per-cell_um": 12.3,
  "setup.worst_path.class": "in -> out",
  "min_path_cells": 3,
  "maxSlewHeadroom": 0.929,
  "final-hold-violation-count": 0,
  "dieArea_um2": 6400,
  "ratio_of_cells_with_drive_above_1_in_the_final_layout": 0,
  "syn_avg_cell_area_um2": 12.2,
  "worstMarginPinSlew_ns": 0.106,
  "floorplan.core_area_um2": 3420,
  "routed_wirelength_um": 1430,
  "postcts_resize_cnt": 0,
  "syn-cell-area_um2": 452,
  "via_count": 361,
  "dr.pass1.iters": 2,
  "pwr_density_cell_nw_per_um2": 41.0,
  "critical_path.top_delay_family": "adder cells",
  "final.min_clock_period_ns": 12.75,
  "pin_count": 49,
  "timing.critical_path.mode_cell": "sky130_fd_sc_hd__fa_1",
  "required_ns": 11.36,
  "critical_path_cell_count": 20,
  "globalRouteTotalUtil": 0.0419,
  "achievable-frequency_ghz": 0.0784,
  "antennaDiodeCount": 0,
  "synthMostInstantiatedCell": "sky130_fd_sc_hd__buf_4",
  "fin_crit_sh": 0.898,
  "arrival_ns": 9.91,
  "power.static_leakage_nw": 0.337,
  "post-synth-top-area-fraction": 0.665,
  "synthCells": 37,
  "worst_hold_path_type": "in -> out",
  "post-route-drc-count": 0,
  "worst_ir_drop_vdd_mv": 0.0201,
  "yosysWarnings": 0,
  "detail_route_antenna_nets": 0,
  "post-route-cell-area_um2": 880,
  "grt_overflow_total": 0,
  "setup_viol_count_final": 0,
  "routed_via_density": 3.11,
  "synth.lib_cells_used.distinct": 4,
  "synth.top_cells.by_area": "sky130_fd_sc_hd__fa_1 (66%), sky130_fd_sc_hd__buf_4 (27%), sky130_fd_sc_hd__inv_1 (4.2%), sky130_fd_sc_hd__ha_1 (2.8%)",
  "critical-path-max-stage-delay_ns": 0.48,
  "worst_path_max_delay_cell": "sky130_fd_sc_hd__clkdlybuf4s50_1",
  "stage_log_warnings": 32,
  "synth.largest_area_cell": "sky130_fd_sc_hd__fa_1",
  "initial_core_util": 0.132,
  "max-cap-violations": 0,
  "yosys-stat-area_um2": 452,
  "floorplan.die.width_um": 80,
  "register_area_um2": 0,
  "post-cts-setup-buffer-count": 0,
  "critPathCaptureType": "output port",
  "rows": 21,
  "port-buffer-count": 49,
  "replace_congestion": 0.834,
  "placed_area_um2": 880,
  "cp.buffers_inverters": 4,
  "timing.critical_path.cells": "clkdlybuf4s50_1 > ha_1 > fa_1 > fa_1 > fa_1 > fa_1 > fa_1 > fa_1 > fa_1 > fa_1 > fa_1 > fa_1 > fa_1 > fa_1 > fa_1 > fa_1 > inv_1 > fa_1 > inv_1 > clkdlybuf4s50_1"
}
==> layer usage <==
metal	global-route usage	up-vias	part of all wire
met4	0	0	0
li1	-	157	-
met5	0	-	0
met1	0.0515	157	0.42
met2	0.0490	47	0.29
met3	0.0489	0	0.29
==> worst paths after layout <==
check | end | start
worst min-delay path | SUM[0] | B[0]
worst max-delay path | SUM[15] | A[0]
==> placed cells by master (no fill, tap or decap) <==
master                            count
sky130_fd_sc_hd__fa_1                15
sky130_fd_sc_hd__clkdlybuf4s50_1     49
sky130_fd_sc_hd__ha_1                 1
sky130_fd_sc_hd__inv_1                5
==> cell type report <==
cell class	instances	area, um^2
inverters	5	18.8
well taps	46	57.6
fillers	369	2540
repair buffers	49	490
multi-input cells	16	313
==> metrics by stage <==
stage          power (mW)  cells  hold slack (ns)  setup slack (ns)
2_1_floorplan      0.0174     37             5.85              2.46
3_3_place_gp       0.0369    116             6.72              1.42
3_5_place_dp       0.0369    116             6.71              1.38
4_1_cts            0.0372    116             6.72              1.39
5_1_grt            0.0405    116             6.74              1.26
6_report           0.0360    116             6.71              1.45
==> kinds of logic (layout without fill, tap and decap cells) <==
group      after synthesis  in the layout  share of synthesized area
fa+ha+maj               16             16                      0.693
buf+inv                 21             54                      0.307
==> power by group <==
part	switching, mW	total, mW	internal (mW)
Sequential	0	0	0
Combinational	0.00910	0.0360	0.0269
Clock	0	0	0
Total	0.00910	0.0360	0.0269
Power figures rest on the tool's default switching activity, not on a simulated workload.
